[/design/flow/run.sh]
#!/bin/bash
# OpenROAD 26Q1-2900-gdf79404cd8, Yosys 0.63+post, stock flow scripts
make -C /OpenROAD-flow-scripts/flow DESIGN_CONFIG=/design/flow/config.mk WORK_HOME=/design/flow/orfs finish
[/design/flow/config.mk]
export PLATFORM = sky130hd
export DESIGN_NAME = video
export DESIGN_NICKNAME = video
export VERILOG_FILES = /design/flow/design.v
export SDC_FILE = /design/flow/constraint.sdc
export NUM_CORES = 4
export LEC_CHECK = 1
export CORE_UTILIZATION = 30
[/design/flow/constraint.sdc]
current_design video

set clk_period 4.9
set clk_io_pct 0.2

create_clock -name clk0 -period $clk_period [get_ports {clk}]

set non_clock_inputs [all_inputs -no_clocks]
set_input_delay [expr $clk_period * $clk_io_pct] -clock clk0 $non_clock_inputs
set_output_delay [expr $clk_period * $clk_io_pct] -clock clk0 [all_outputs]
[/design/flow/design.v]
module video(input clk, reset,
             input [1:0] pixelmem_data,
             output reg [16:0] pixelmem_address,
             output reg [1:0] dacout);
reg [31:0] counter;  
reg [16:0] line;  
reg [16:0] x;  
reg [16:0] pixelmem_address_pre;
always @(posedge clk)
begin
    if(reset == 1'b1)
    begin
            counter <= 32'b0;
            {line, pixelmem_address, 
            pixelmem_address_pre, x} <= 17'b0;
            dacout <= 2'b0;
    end
    else if(reset == 1'b0)
    begin
        counter <= counter + 1;
        if(counter <= 32'd46)
            dacout <= 2'b00;
        else if(counter > 32'd46)
        begin
            if(counter <= 32'd105)
            begin
                dacout <= 2'b01;
            end
            else if(counter <= 32'd620)
            begin
                    x <= x + 1;
                    if(((x > 17'd320) || (line > 17'd239)))
                    begin
                        pixelmem_address_pre <= pixelmem_address;
                        if(line > 17'd241) begin
                            dacout <= 2'b00;
                        end
                        else
                            dacout <= 2'b01;
                    end
                    else
                    begin
                        pixelmem_address <= (x + pixelmem_address_pre);
                        dacout <= pixelmem_data;
                    end
            end
            else if(counter < 32'd634)
            begin
                dacout <= 2'b01;
            end
            if(counter == 32'd634)
            begin
                x <= 17'd0;
                counter <= 32'd00;
                if(line == 17'd262)
                begin
                    line <= 17'd0;
                    pixelmem_address_pre <= 17'd0;
                end
                else
                    line <= line + 1;
            end
        end
    end
end
endmodule  
==> run_results.csv <==
group,metric,value,unit
run_status,outcome,"finished, final reports clean",
clock_tree,cts.sink_count,102,
synth,yosys.area_share.adder,0.06221,
global_routing,overflow,0,
synth,top_area_cell,"dfxtp_1",
synth,synth.most_common_cell,"nor2_1",
clock_tree,clkTransAtPathRegs,0.07,ns
placement,place_ws,1.968,ns
clock_tree,cts-resized-gates,0,
setup_path,cp_data_required_time,5.16,ns
sta,setup_ws,2.097,ns
sta,period_used_share,0.5719,
routing,drt_iter0_markers,238,
hold_path,hold_end,"pixelmem_address[8]",
global_routing,antenna_found_initial,0,
sta,slew_headroom,0.4926,
routing,drc,0,
finish,design_area,6085,µm²
clock_tree,ctsLongestPathBuffers,2,
placement,hpwl,7.703,mm
routing,vias_per_cell,4.785,
setup_path,worstPathArrival,3.06,ns
synth,synthDistinctLibCells,62,
placement,numPortBuffers,22,
global_routing,grt_max_degree,49,
placement,routabilityCongestion,0.8232,
synth,xor_share,0.1080,
clock_tree,numCtsBuffers,9,
synth,simple_gate_area_frac,0.2746,
die,initial_core_util,0.3082,
finish,fillers,1750,
power,pwr-share-clk,0.461,
setup_path,worst-setup-path-type,"reg2reg",
synth,synth_area,5350,µm²
routing,vias,4139,
sta,whs,0.4784,ns
clock_tree,ctsHoldBuffers,0,
hold_path,hold_path.startpoint,"pixelmem_address[8]",
sta,final-hold-violation-count,0,
setup_path,cp-start-kind,"flip-flop",
power,vdd_ir_drop_max,0.1731,mV
sta,tightestPinTransition,0.7542,ns
global_routing,grt_pass1_vias,3703,
die,rows,48,
die,ioPinCount,23,
synth,synth.area.mux_share,0.04677,
routing,antenna_left,0,
setup_path,end_kind,"flip-flop",
clock_tree,root_buffer,"clkbuf_16",
synth,topCellsByArea,"dfxtp_1 38%, nor2_1 7.8%, xnor2_1 6.9%, ha_1 5.8%, mux2i_1 4.7%",
global_routing,grt_pass1_wl,18.47,mm
sta,fin_tns_setup,0,ns
finish,areaGrowthSynthToFinish,13.73,%
die,fp.coreArea,17360,µm²
synth,synthCells,619,
power,p_comb_frac,0.018,
die,chip_area,18370,µm²
synth,edf_count,0,
power,switching_share,0.2099,
synth,synthArstFlopShare,0,
routing,drt-total-wl,11.06,mm
synth,ys.flops,102,
run,drv_cap,0,
placement,dpl-instance-area,5773,µm²
power,total_power,1602,µW
routing,wl_per_cell,12.79,µm
synth,syn_area_per_cell,8.643,µm²
synth,top_area_frac,0.3817,
die,die_w,135.5,µm
sta,max_freq,356.8,MHz
synth,ys_area,5350,µm²
synth,ys_top_logic_family,"simple AND/OR/NAND/NOR gates",
setup_path,reg2reg_from,"x[2]",
power,p_leak,0.002295,µW
synth,ys_seq_frac,0.3817,
finish,layout-drive-gt1-share,0.06094,
setup_path,ff2ff_path_depth,8,
run,log.warning_count,31,
synth,compound_area_frac,0.09191,
clock_tree,worst_skew_pair.late_latency,0.35,ns
power,p_int,1266,µW
hold_path,hold_depth,2,
power,seqPwrFrac,0.521,
synth,yosysCellCount,619,
setup_path,r2r_setup_slack,2.10,ns
power,p_switching,336.4,µW
sta,skew,0.009184,ns
die,fp.dieH,135.5,µm
synth,ys_warn_count,1,
clock_tree,cts_max_level,3,
power,power.density,263.3,nW/µm²
setup_path,rr_endpoint,"pixelmem_address[16]",
synth,flop_cell,"dfxtp_1",
synth,synth.top_cells.by_count,"111 x nor2_1, 102 x dfxtp_1, 42 x xnor2_1",
clock_tree,cts_setup_buffers,0,
sta,setup_viol,0,
global_routing,grtUsageTotal,0.1266,
sta,final_max_slew_viol_count,0,
setup_path,crit_fanout,11,
routing,first_pass_iters,4,
hold_path,min_path_type,"reg2reg",
sta,rsz0062_at_grt,"false",
sta,fin_crit,2.803,ns
routing,antenna_cells,0,
clock_tree,cts_tree,"done",
routing by layer:
layer,vias up,part of all wire,global-route usage
li1,2219,-,-
met1,1867,0.51,0.1947
met2,43,0.45,0.1947
met3,10,0.028,0.02100
met4,0,0.013,0.01311
met5,-,0,0
cell type report:
type	instances	area, µm²	share of cell area
multi-input combinational	477	3124	0.5135
sequential	102	2042	0.3356
tap	225	281.5	0.04627
timing repair buffer	27	257.7	0.04236
clock buffer	12	256.5	0.04216
inverter	18	67.56	0.01110
clock inverter	4	55.05	0.009048
logic make-up after synthesis:
logic type | count (synthesis)
AND-OR/OR-AND | 75
AND/OR/NAND/NOR | 285
multiplexers | 25
adder cells (fa/ha/maj) | 26
buffers and inverters | 40
flip-flops | 102
XOR/XNOR | 66
state kept, by name (all words and copies together), names as in the netlist:
signal and count:
x 17, counter 32, pixelmem_address 17, line 17, dacout 2, pixelmem_address_pre 17
critical path, stage by stage (launching register included):
cell and delay [ns]:
dfxtp_1 0.54, ha_1 0.34, nor2b_1 0.16, o31a_1 0.28, o41ai_1 0.56, a211oi_1 0.21
nor3_1 0.31, nor4_1 0.10, nor4_1 0.22
per-stage QoR:
| stage | utilization | instances |
|---|---|---|
| floorplan | - | 619 |
| global placement | 0.3326 | 849 |
| detailed placement | 0.3326 | 849 |
| CTS | 0.3506 | 865 |
| global route | 0.3506 | 865 |
| finish | 0.3506 | 865 |
worst max-delay path by stage:
stage                 start                    to  slack [ns]  cells past startpoint
after CTS              x[2]  pixelmem_address[16]        2.14                      8
final                  x[2]  pixelmem_address[16]        2.10                      8
after global routing   x[2]  pixelmem_address[16]        1.77                      8
power groups by stage:
stage / Combinational, µW / Clock [µW] / Sequential (µW)
finish: 29.2 / 738 / 835
global route: 32.7 / 800 / 835
CTS: 29.8 / 766 / 834
cell usage in the layout (no fill, tap or decap), types with 9 or more instances in the layout:
cell / synthesis / final
nor2_1: 111 / 110
dfxtp_1: 102 / 102
xnor2_1: 42 / 42
nand2_1: 33 / 33
mux2i_1: 25 / 25
ha_1: 25 / 25
xor2_1: 24 / 24
a21oi_1: 22 / 22
clkdlybuf4s50_1: 0 / 22
nand3_1: 21 / 21
nor4_1: 19 / 19
inv_1: 18 / 18
nor3_1: 18 / 18
o21ai_0: 18 / 18
nand4_1: 16 / 16
and3_1: 10 / 10
a211oi_1: 9 / 9
clkbuf_16: 0 / 9
Power is estimated from default activity; no workload was simulated.
